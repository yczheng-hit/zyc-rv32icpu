<file path="flow/design.v">
package cpu_pkg;
parameter DATA_WIDTH = 32;
typedef struct packed {
    logic [4:0]rd;
    logic reg_src;
    logic pc_src;
    logic write_reg;
    logic [19:0]inst_opcode;
    logic [31:0]rdata1;
    logic [31:0]rdata2;
    logic [31:0]imm_data;
    logic [31:0]pc_cur;
    logic [31:0]pc_dest;
    logic [37:0]inst_type;
    logic write_reg_mux;
    logic mem_signed_ext;
    logic [3:0]mem_wea;
    logic [2:0]mem_len;
} decode_to_execute_st;
typedef struct packed {
    logic [4:0]rd;
    logic write_reg;
    logic [31:0]alu_out;
    logic [31:0]rdata2;
    logic [31:0]pc_cur;
    logic [37:0]inst_type;
    logic write_reg_mux;
    logic mem_signed_ext;
    logic [3:0]mem_wea;
    logic [2:0]mem_len;
} execute_to_mem_st;
typedef struct packed {
    logic [4:0]rd;
    logic write_reg;
    logic [31:0]alu_out;
    logic [31:0]rdata2;
    logic [31:0]pc_cur;
    logic [37:0]inst_type;
    logic [3:0]mem_wea;
    logic [31:0]mem_waddr;
    logic [31:0]mem_wdata;
} mem_to_reg_st;
typedef struct packed {
    logic pc_src;
    logic pc_reg_src;
    logic reg_src;
    logic imm_signed;
    logic signed_ext;
    logic write_reg;
    logic write_reg_mux;
    logic mem_signed_ext;
    logic [3:0]mem_wea;
    logic [2:0]mem_len;
} decode_control_st;
typedef struct packed {
    logic stall_all;
    logic pc_en;
    logic fetch_to_decode_en;
    logic decode_to_execute_en;
    logic execute_to_mem_en;
    logic mem_to_reg_en;
    logic nop;
    logic data_hazard;
} global_control_st;
endpackage
module alu (input logic [19:0] inst_opcode,
            input logic [31:0] op1,
            input logic [31:0] op2,
            output logic alu_jmp,
            output logic [31:0] alu_out);
logic signed [31:0] signed_op1 = op1;
logic signed [31:0] signed_op2 = op2;
logic [31:0] signed_bit;
logic alu_lui   = inst_opcode[19];
logic alu_auipc = inst_opcode[18];
logic alu_jal   = inst_opcode[17];
logic alu_jalr  = inst_opcode[16];
logic alu_beq   = inst_opcode[15];
logic alu_bne   = inst_opcode[14];
logic alu_blt   = inst_opcode[13];
logic alu_bge   = inst_opcode[12];
logic alu_bltu  = inst_opcode[11];
logic alu_bgeu  = inst_opcode[10];
logic alu_add   = inst_opcode[9];
logic alu_sub   = inst_opcode[8];
logic alu_sll   = inst_opcode[7];
logic alu_sra   = inst_opcode[6];
logic alu_srl   = inst_opcode[5];
logic alu_slt   = inst_opcode[4];
logic alu_sltu  = inst_opcode[3];
logic alu_xor   = inst_opcode[2];
logic alu_or    = inst_opcode[1];
logic alu_and   = inst_opcode[0];
assign signed_bit = {32{op1[31]}};
always_comb begin
    alu_out = 32'd0;
    alu_jmp = 1'b0;
    case (1'b1)
        alu_lui: alu_out = {op2[31:12],12'd0};
        alu_auipc: alu_out = op1 + op2;
        alu_jal: begin alu_out = op1 + 32'd4; alu_jmp = 1'b1; end
        alu_jalr: begin alu_out = op1 + 32'd4; alu_jmp = 1'b1; end 
        alu_beq: alu_jmp = op1 == op2;
        alu_bne: alu_jmp = op1 != op2;
        alu_blt: alu_jmp = signed_op1 < signed_op2;
        alu_bge: alu_jmp = signed_op1 >= signed_op2;
        alu_bltu:alu_jmp = op1 < op2;
        alu_bgeu:alu_jmp = op1 >= op2;
        alu_add: alu_out = op1 + op2;
        alu_sub: alu_out = op1 - op2;
        alu_sll: alu_out = op1 << op2;
        alu_sra: alu_out = op1[31] ? (signed_bit) << (32 - op2) | (op1 >> op2): op1 >> op2;
        alu_srl: alu_out = op1 >> op2;
        alu_slt: alu_out = signed_op1 < signed_op2 ? 1'b1 : 1'b0;
        alu_sltu: alu_out = op1 < op2 ? 1'b1 : 1'b0;
        alu_xor: alu_out = op1 ^ op2;
        alu_or: alu_out = op1 | op2;
        alu_and: alu_out = op1 & op2;
        default: alu_out = 32'hffff_ffff;
    endcase
end
endmodule
</file>
<file path="flow/run.sh">
#!/bin/bash
# OpenROAD 26Q1-2900-gdf79404cd8, Yosys 0.63+post, stock flow scripts
make -C /OpenROAD-flow-scripts/flow DESIGN_CONFIG=/design/flow/config.mk WORK_HOME=/design/flow/orfs finish
</file>
<file path="flow/config.mk">
export PLATFORM = sky130hd
export DESIGN_NAME = alu
export DESIGN_NICKNAME = alu
export VERILOG_FILES = /design/flow/design.v
export SDC_FILE = /design/flow/constraint.sdc
export NUM_CORES = 4
export LEC_CHECK = 1
export CORE_UTILIZATION = 40
</file>
<file path="flow/constraint.sdc">
current_design alu

set clk_period 13.6
set clk_io_pct 0.2

create_clock -name clk0 -period $clk_period

set non_clock_inputs [all_inputs -no_clocks]
set_input_delay [expr $clk_period * $clk_io_pct] -clock clk0 $non_clock_inputs
set_output_delay [expr $clk_period * $clk_io_pct] -clock clk0 [all_outputs]
</file>
==> ci_impl_report.md <==
## Synthesis and layout report

| Metric | Value |
|---|---|
| Vias per cell | `6.99` |
| Vias in the first global route | `14100` |
| Endpoints failing hold | `0` |
| Die height | `173 um` |
| Largest net degree at the start of global routing | `60` |
| Registers | `0` |
| Initial antenna violation count | `0` |
| Port Buffers | `117` |
| Gpl congestion | `1.10` |
| Relative slew margins | `12.7%` |
| Cts repair resizes | `0` |
| OpenROAD warning count | `96` |
| Detail Placement HPWL | `51.0 mm` |
| Outcome | `finished clean` |
| Maximum vdd drop | `0.0285 mV` |
| X dimension of the die | `173 um` |
| Total gr overflow | `0` |
| Pwr dens | `43.8 mW/mm^2` |
| GRT Overall Usage | `43.6%` |
| Core ar. | `0.0288 sq mm` |
| Fin cells | `2197` |
| Peak fanout along the critical path | `39` |
| Max-cap viol count | `0` |
| Top Layout Cells | `208 x nor2_1, 186 x a21oi_1, 155 x nand2_1, 112 x clkdlybuf4s50_1, 106 x o21ai_0` |
| Initial DRC count | `1905` |
| First-pass GRT wire length | `95.5 mm` |
| Cell Area, Synth | `0.0118 sq mm` |
| Total routed wirelength | `65.7 mm` |
| Setup-failing EPs final | `0` |
| Post-Syn Instances | `1797` |
| RSZ-0062 raised after global routing | `false` |
| Area grow syn2layout | `12.5%` |
| Ports | `117` |
| Hold buffer count at CTS | `0` |
| Routed WL per cell | `29.9 um` |
| Antenna diode count | `0` |
| Clock buf count | `0` |
| Syn Area/Cell | `6.54 sq um` |
| Worst-Margin Slew | `1.30 ns` |
| Fp_density | `40.8%` |
| Final ANT Viol Nets | `0` |
| Tcrit/Tclk final | `85.6%` |
| Die area | `0.0301 sq mm` |
| Fillers | `2998` |
| Chip area in the Yosys report | `0.0118 sq mm` |
| Fmax | `85.9 MHz` |
| Crit path required time | `10.88 ns` |
| End point of the critical path | `alu_out[30]` |
| Yosys stat cell total | `1797` |
| CP max stage delay | `1.08 ns` |
| Setup CP Type | `input port to output port` |
| Dominant logic cell type in the layout | `nor2_1` |
| Leakage Power | `0.00489 uW` |
| Ratio of cells with drive above 1 in the final layout | `8.38%` |
| CP Capture Type | `output port` |
| Hold Path Class | `input port to output port` |
| Slew Viols, Final | `0` |
| Vias | `15400` |
| Cell Type Count | `81` |
| Critical path data arrival time | `8.92 ns` |
| Fin Setup TNS | `0 ns` |
| Register area share after synthesis | `0%` |
| Min Tclk post-route | `11.64 ns` |
| Register area | `0 sq um` |
| Slowest cell on the critical path | `a211oi_1` |
| Site Rows | `62` |
| Top cell by count, worst path | `buf_4` |
| Post-CTS setup buffers | `0` |
| Pre-Repair DR Iteration Count | `6` |
| Critical path launch point type | `input port` |
| Warnings, synthesis | `1` |
| Cells after DPL | `2197` |
| Drc violations | `0` |
| Crit path from | `op2[2]` |
| CP cell instances | `clkdlybuf4s50_1 > buf_4 > inv_1 > buf_4 > ha_1 > a21oi_1 > o21bai_1 > a2111oi_0 > buf_4 > nor3_1 > o21ai_0 > a21oi_1 > a211oi_1 > mux2i_1 > nand2_1 > a221oi_1 > a21boi_0 > clkdlybuf4s50_1` |
==> layout make-up <==
class	instances	area [sq um]	share of cell area, %
inverters	108	405	3.06
multi-input cells	1532	10800	81.4
well taps	384	480	3.63
repair buffers	173	1570	11.9
==> worst min path at each step <==
stage	start	endpoint	slack [ns]	depth (start not counted)
after CTS	inst_opcode[14]	alu_jmp	6.49	4
final	inst_opcode[14]	alu_jmp	6.49	4
after global routing	inst_opcode[14]	alu_jmp	6.55	4
==> Yosys cell counts (13+ instances only) <==
| library cell | n | area [sq um] |
|---|---|---|
| a21oi_1 | 186 | 931 |
| ha_1 | 98 | 1230 |
| mux4_2 | 52 | 1170 |
| nor4_1 | 22 | 138 |
| inv_1 | 105 | 394 |
| or3_1 | 15 | 93.8 |
| nor2_1 | 208 | 781 |
| a211oi_1 | 39 | 293 |
| nand2_1 | 155 | 582 |
| nand4_1 | 14 | 87.6 |
| o21ai_0 | 106 | 531 |
| a221oi_1 | 15 | 131 |
| xnor2_1 | 75 | 657 |
| nand3_1 | 39 | 195 |
| clkbuf_1 | 131 | 492 |
| nor3b_1 | 28 | 210 |
| mux2i_1 | 23 | 230 |
| a31oi_1 | 37 | 231 |
| a211o_1 | 19 | 166 |
| or4_1 | 13 | 97.6 |
| buf_1 | 19 | 71.3 |
| nor3_1 | 57 | 285 |
| o22ai_1 | 17 | 106 |
| o211ai_1 | 39 | 293 |
| o31ai_1 | 19 | 143 |
| nand2b_1 | 19 | 119 |
| o21bai_1 | 16 | 120 |
==> metrics by stage <==
stage               hold slack (ns)  util [%]  total power, uW  cell area [sq um]  setup slack (ns)
floorplan                      5.49         -              342              11800              3.78
global placement               6.48      46.0              562              13200              2.06
detailed placement             6.48      46.0              557              13200              2.16
CTS                            6.49      46.0              561              13200              2.11
global route                   6.55      46.0              613              13200              1.74
finish                         6.49      46.0              580              13200              1.96
==> logic make-up after synthesis <==
family	after synthesis	synth area share, %
compound gates	632	35.7
xor+xnor	84	6.26
buf+inv	265	8.54
simple gates	634	26.2
fa+ha+maj	100	10.8
mux	82	12.6
==> critical path, delay by kind of cell <==
family | cells | cell delay [ns]
buffers and inverters | 6 | 1.87
muxes | 1 | 0.33
adders and majority gates | 1 | 0.45
AOI/OAI and AO/OA | 8 | 3.35
and+or+nand+nor | 2 | 0.18
==> power by group <==
part,total [uW],switching [uW],internal [uW]
Sequential,0,0,0
Combinational,580,366,213
Clock,0,0,0
Total,580,366,213
==> per-layer routing <==
layer  vias to the layer above  share of wire [%]  global-route usage [%]
li1                       6773                  -                       -
met1                      7218                 38                    57.2
met2                      1134                 44                    66.4
met3                       243                 11                    10.2
met4                         0                7.0                    24.0
met5                         -                  0                       0
Power is estimated from default activity; no workload was simulated.
