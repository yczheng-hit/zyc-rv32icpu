File: config.mk
export PLATFORM = sky130hd
export DESIGN_NAME = mem_ext
export DESIGN_NICKNAME = mem_ext
export VERILOG_FILES = /design/flow/design.v
export SDC_FILE = /design/flow/constraint.sdc
export NUM_CORES = 4
export LEC_CHECK = 1
export CORE_AREA = 10 10 70 70
export DIE_AREA = 0 0 80 80
File: constraint.sdc
current_design mem_ext

set clk_period 1.3
set clk_io_pct 0.2

create_clock -name clk0 -period $clk_period

set non_clock_inputs [all_inputs -no_clocks]
set_input_delay [expr $clk_period * $clk_io_pct] -clock clk0 $non_clock_inputs
set_output_delay [expr $clk_period * $clk_io_pct] -clock clk0 [all_outputs]
File: design.v
package cpu_pkg;
parameter DATA_WIDTH = 32;
typedef struct packed {
    logic [4:0]rd;
    logic reg_src;
    logic pc_src;
    logic write_reg;
    logic [19:0]inst_opcode;
    logic [31:0]rdata1;
    logic [31:0]rdata2;
    logic [31:0]imm_data;
    logic [31:0]pc_cur;
    logic [31:0]pc_dest;
    logic [37:0]inst_type;
    logic write_reg_mux;
    logic mem_signed_ext;
    logic [3:0]mem_wea;
    logic [2:0]mem_len;
} decode_to_execute_st;
typedef struct packed {
    logic [4:0]rd;
    logic write_reg;
    logic [31:0]alu_out;
    logic [31:0]rdata2;
    logic [31:0]pc_cur;
    logic [37:0]inst_type;
    logic write_reg_mux;
    logic mem_signed_ext;
    logic [3:0]mem_wea;
    logic [2:0]mem_len;
} execute_to_mem_st;
typedef struct packed {
    logic [4:0]rd;
    logic write_reg;
    logic [31:0]alu_out;
    logic [31:0]rdata2;
    logic [31:0]pc_cur;
    logic [37:0]inst_type;
    logic [3:0]mem_wea;
    logic [31:0]mem_waddr;
    logic [31:0]mem_wdata;
} mem_to_reg_st;
typedef struct packed {
    logic pc_src;
    logic pc_reg_src;
    logic reg_src;
    logic imm_signed;
    logic signed_ext;
    logic write_reg;
    logic write_reg_mux;
    logic mem_signed_ext;
    logic [3:0]mem_wea;
    logic [2:0]mem_len;
} decode_control_st;
typedef struct packed {
    logic stall_all;
    logic pc_en;
    logic fetch_to_decode_en;
    logic decode_to_execute_en;
    logic execute_to_mem_en;
    logic mem_to_reg_en;
    logic nop;
    logic data_hazard;
} global_control_st;
endpackage
module mem_ext (
    input logic [31:0]data_in,
    input logic [2:0]mem_len,
    input logic mem_signed_ext,
    output logic [31:0] data_out
);
assign data_out = mem_len & 3'b100 ? data_in : 
                mem_len & 3'b010 ? mem_signed_ext ? {{16{data_in[15]}},data_in[15:0]} : {16'd0,data_in[15:0]}:
                mem_len & 3'b001 ? mem_signed_ext ? {{24{data_in[7]}},data_in[7:0]} : {24'd0,data_in[7:0]} :
                 31'd0;
endmodule
File: run.sh
#!/bin/bash
# OpenROAD 26Q1-2900-gdf79404cd8, Yosys 0.63+post, stock flow scripts
make -C /OpenROAD-flow-scripts/flow DESIGN_CONFIG=/design/flow/config.mk WORK_HOME=/design/flow/orfs finish
==> job_summary.md <==
### Yosys + OpenROAD results

| Metric | Value |
|---|---|
| FP Core Util | 0.141 |
| Share of cells above drive strength 1 | 0.596 |
| Chip width | about 80 um |
| DP Cell Count | approximately 190 |
| Internal power | roughly 0.28 mW |
| Seq pwr share | 0 |
| Drt wl/cell | around 15 um |
| RSZ-0062 raised after global routing | true |
| Compound-Gate Fraction of Synth Area | 0.540 |
| Cell accounting for the most synthesized area | o211ai_2 |
| Syn Std Cell Area | 482 um2 |
| Top comb family, area | AND-OR/OR-AND gates |
| WP depth | 6 |
| Adder-cell share of the synthesized area | 0 |
| Top cells by area | o211ai_2 31%, nand2_1 12%, nor2b_1 10%, buf_6 9.4%, o21ai_0 8.3% |
| CP max stage cell | or2_4 |
| P_sw | 0.146 mW |
| Gp weighted congestion | between 0.8 and 0.9 |
| Worst setup path end | data_out[26] |
| Min Tclk post-route | approximately 1400 ps |
| Logic area | ~480 um2 |
| # rows | 21 |
| CORE AREA | between 0.003 and 0.004 mm2 |
| Sw Share | 0.340 |
| Final slew viol count | 0 |
| Leakage power | approximately 0.7 nW |
| Seq share, synth | 0 |
| Worst Hold Class | primary input to output port |
| CP arrival | 1170 ps |
| CP required | 1040 ps |
| Die area | 0.00640 mm2 |
| Crit-path leading delay family | buffers and inverters |
| Synth warn | 0 |
| Max frequency | between 700 and 800 MHz |
| Status | finished, violations left |
| Vias | slightly above 800 |
| Util after Layout | 0.421 |
| Post-Layout Cell Count | between 200 and 250 |
| XOR-XNOR Cells, Area Fraction | 0 |
| Crit path buffers/inverters | 4 |
| CP Class | primary input to output port |
| Largest net degree at the start of global routing | 21 |
| Worst setup path startpoint | mem_len[2] |
| Antenna violations before repair | 0 |
| Most numerous logic cells after layout | 35 x buf_2, 30 x clkdlybuf4s50_1, 16 x nand2_1 |
| Post-DP HPWL | ~2200 um |
| Routed Antenna Nets | 0 |
| Peak VDD IR | roughly 130 uV |
| Setup TNS | -2100 ps |
| Final Setup Violations | 27 |
| CP Capture Type | output port |
| Slew HR | 0.840 |
| Worst hold slack | 856 ps |
| Cells along the critical path | buf_8 > or2_4 > clkbuf_16 > buf_12 > o211ai_2 > buf_2 |
| Worst-path fanout max | 8 |
| Vias in the first global route | 842 |
| Seq cells | 0 |
| MaxCap Viol Count | 0 |
| # IOs | 68 |
| Chip height | 80 um |
| Failing checks | negative setup slack |
| Comb pwr share | 1.000 |
| Unique masters post-synth | 14 |
| DRT Wirelength | 2950 um |
| Clock power share | 0 |
| Endpoints failing hold | 0 |
| Mean Syn Cell Area | approximately 6.9 um2 |
| Mux frac, synth | 0 |
| First-pass GRT wire length | about 4800 um |
| Synth-to-Final Area Change | 198% |
| Clock buffer count | 0 |
| Largest stage delay on the critical path | 270 ps |
| Max-area cell share | 0.312 |
| Grt ovf | 0 |
| Yosys chip area | just under 500 um2 |
| Final worst slack | -128 ps |
| Tool warnings | 34 |
| DR pass1 iterations | 2 |
| Placed cell area | 0.00126 mm2 |
| DR vias/cell | ~4.1 |
| DRT iter0 DRCs | 15 |
| Number of cells in Yosys stat | 70 |
| Simple share | 0.304 |
| ANT cells | 0 |
| Setup WS pre-CTS | -831 ps |
| Fin crit share | 1.10 |
| Remaining DRCs | 0 |
| Flop area | 0 um2 |
| Post-Syn Instances | 70 |
| GRT Resource Usage Total | 0.0908 |
| Power Dens Cells | between 200 and 300 mW/mm2 |
| Setup crit start kind | primary input |
| Final Instance Area | 0.00144 mm2 |
| Input/output buffers | ~68 |
| Tot Pwr | between 0.4 and 0.5 mW |
| Worst-Margin Slew | ~240 ps |
| Fill cells | between 300 and 400 |
| Top cell excl fill/tap | buf_2 |
## worst min-delay path by stage
stage,end,cells past startpoint,slack (ps),start
CTS,data_out[7],3,860,data_in[7]
finish,data_out[7],3,860,data_in[7]
global route,data_out[7],3,870,data_in[7]
## layer usage
layer,wire [um],part of all wire,global-route usage
met2,1550,0.53,0.165
met5,0,0,0
met1,1150,0.39,0.108
met4,0,0,0
met3,248,0.084,0.0284
## layout make-up
cell class	instances	share of cell area
repair buffers	96	0.625
multi-input cells	60	0.335
well taps	46	0.0401
## repair_timing
action,CTS,global route
buffers inserted,11,2
hold buffers,0,0
setup endpoints to repair,32,31
cloned,4,0
gates resized,150,14
pin swaps,21,11
## synthesized netlist by cell type
library cell,count
o21ai_1,8
nand3_1,1
nor3_2,1
o211ai_1,4
buf_4,1
nand2_1,16
or2_1,1
clkbuf_1,2
o21ai_0,8
nor2b_1,8
buf_2,3
nand4b_2,1
o211ai_2,12
buf_6,4
## logic make-up (layout without fill, tap and decap cells)
group,count (synthesis),after routing
buffers and inverters,10,96
AND-OR/OR-AND,32,32
AND/OR/NAND/NOR,28,28
## worst min-delay path: stages
cell     delay, ps
buf_2          110
nor2b_1        120
buf_2          100
## power groups by stage
stage,Combinational [mW],Clock (mW),Sequential (mW)
after CTS,0.422,0,0
after global routing,0.469,0,0
final,0.428,0,0
Power figures rest on the tool's default switching activity, not on a simulated workload.
