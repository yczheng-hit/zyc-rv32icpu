--- ./run.sh ---
#!/bin/bash
# OpenROAD 26Q1-2900-gdf79404cd8, Yosys 0.63+post, stock flow scripts
make -C /OpenROAD-flow-scripts/flow DESIGN_CONFIG=/design/flow/config.mk WORK_HOME=/design/flow/orfs finish
--- ./constraint.sdc ---
current_design regfile

set clk_period 5.3
set clk_io_pct 0.2

create_clock -name clk0 -period $clk_period [get_ports {clk}]

set non_clock_inputs [all_inputs -no_clocks]
set_input_delay [expr $clk_period * $clk_io_pct] -clock clk0 $non_clock_inputs
set_output_delay [expr $clk_period * $clk_io_pct] -clock clk0 [all_outputs]
--- ./design.v ---
package cpu_pkg;
parameter DATA_WIDTH = 32;
typedef struct packed {
    logic [4:0]rd;
    logic reg_src;
    logic pc_src;
    logic write_reg;
    logic [19:0]inst_opcode;
    logic [31:0]rdata1;
    logic [31:0]rdata2;
    logic [31:0]imm_data;
    logic [31:0]pc_cur;
    logic [31:0]pc_dest;
    logic [37:0]inst_type;
    logic write_reg_mux;
    logic mem_signed_ext;
    logic [3:0]mem_wea;
    logic [2:0]mem_len;
} decode_to_execute_st;
typedef struct packed {
    logic [4:0]rd;
    logic write_reg;
    logic [31:0]alu_out;
    logic [31:0]rdata2;
    logic [31:0]pc_cur;
    logic [37:0]inst_type;
    logic write_reg_mux;
    logic mem_signed_ext;
    logic [3:0]mem_wea;
    logic [2:0]mem_len;
} execute_to_mem_st;
typedef struct packed {
    logic [4:0]rd;
    logic write_reg;
    logic [31:0]alu_out;
    logic [31:0]rdata2;
    logic [31:0]pc_cur;
    logic [37:0]inst_type;
    logic [3:0]mem_wea;
    logic [31:0]mem_waddr;
    logic [31:0]mem_wdata;
} mem_to_reg_st;
typedef struct packed {
    logic pc_src;
    logic pc_reg_src;
    logic reg_src;
    logic imm_signed;
    logic signed_ext;
    logic write_reg;
    logic write_reg_mux;
    logic mem_signed_ext;
    logic [3:0]mem_wea;
    logic [2:0]mem_len;
} decode_control_st;
typedef struct packed {
    logic stall_all;
    logic pc_en;
    logic fetch_to_decode_en;
    logic decode_to_execute_en;
    logic execute_to_mem_en;
    logic mem_to_reg_en;
    logic nop;
    logic data_hazard;
} global_control_st;
endpackage
module regfile(input logic clk,
               input logic wen,
               input logic [4 :0] raddr1,
               input logic [4 :0] raddr2,
               input logic [4 :0] waddr,
               input logic [4 :0] debug_raddr,
               input logic [31:0] wdata,
               output logic [31:0] rdata1,
               output logic [31:0] rdata2,
               output logic [31:0] debug_reg);
    integer i = 0;
    reg [31:0] regs[31:0];
    always_ff @ (posedge clk)
    begin
        if (wen && waddr!=5'd0) begin
            regs[waddr] <= wdata;
        end
    end
    assign rdata1 = regs[raddr1];
    assign rdata2 = regs[raddr2];
    assign debug_reg = regs[debug_raddr];
endmodule
--- ./config.mk ---
export PLATFORM = sky130hd
export DESIGN_NAME = regfile
export DESIGN_NICKNAME = regfile
export VERILOG_FILES = /design/flow/design.v
export SDC_FILE = /design/flow/constraint.sdc
export NUM_CORES = 4
export LEC_CHECK = 1
export CORE_UTILIZATION = 50
==> flow_results.xml <==
<?xml version="1.0" encoding="UTF-8"?>
<metrics>
  <group name="run_status">
    <metric name="status" unit="">finished, final reports clean</metric>
  </group>
  <group name="sta">
    <metric name="final.min_clock_period" unit="ns">5.06</metric>
    <metric name="slew-limit-headroom" unit="">0.353</metric>
    <metric name="totalNegativeSetupSlack" unit="ns">0</metric>
    <metric name="worst_margin_slew" unit="ns">0.968</metric>
    <metric name="period_used_share" unit="">0.956</metric>
    <metric name="rsz0062_at_grt" unit="">false</metric>
    <metric name="timing.final.hold_violations" unit="">0</metric>
    <metric name="final_max_slew_viol_count" unit="">0</metric>
    <metric name="clock.fmax" unit="MHz">197</metric>
    <metric name="setup_ws" unit="ns">0.235</metric>
    <metric name="final_setup_violation_count" unit="">0</metric>
  </group>
  <group name="clock_network">
    <metric name="cts_tree" unit="">built</metric>
    <metric name="clock_tree.buffer_depth" unit="">3</metric>
    <metric name="ctsHoldBuffers" unit="">0</metric>
    <metric name="reg_clk_slew_reported_paths" unit="ns">0.06</metric>
    <metric name="cts-root-buf" unit="">clkbuf_16</metric>
    <metric name="cts_max_level" unit="">3</metric>
    <metric name="cts.sinks" unit="">1024</metric>
    <metric name="cts_repair_resize_count" unit="">0</metric>
    <metric name="postCtsSetupRepairBufs" unit="">0</metric>
    <metric name="cts-buffers-inserted" unit="">114</metric>
  </group>
  <group name="routing">
    <metric name="first_iter_violations" unit="">3287</metric>
    <metric name="via_count" unit="">41600</metric>
    <metric name="wl" unit="µm">208000</metric>
    <metric name="routed_wire_length_per_instance" unit="µm">32.8</metric>
    <metric name="drt-pass1-iter-count" unit="">7</metric>
    <metric name="routed_via_density" unit="">6.56</metric>
    <metric name="ant_nets" unit="">0</metric>
    <metric name="remaining_design_rule_violation_count" unit="">0</metric>
  </group>
  <group name="floorplan">
    <metric name="floorplan.rows" unit="">124</metric>
    <metric name="area_of_the_placeable_core" unit="mm²">0.114</metric>
    <metric name="core_utilization_before_placement" unit="">0.504</metric>
    <metric name="dieWidth" unit="µm">342</metric>
    <metric name="die-area" unit="mm²">0.117</metric>
    <metric name="boundaryPins" unit="">150</metric>
    <metric name="die_y" unit="µm">342</metric>
  </group>
  <group name="critical_path">
    <metric name="timing.critical_path.to_type" unit="">primary output</metric>
    <metric name="critPathTopFamily" unit="">buffers and inverters</metric>
    <metric name="critical_path_peak_fanout" unit="">17</metric>
    <metric name="path_class" unit="">input port to primary output</metric>
    <metric name="cp.arrival" unit="ns">4.00</metric>
    <metric name="cp_num_buf_inv" unit="">3</metric>
    <metric name="path_common_cell" unit="">clkdlybuf4s50_1</metric>
    <metric name="series_of_cell_instances_along_the_critical_path" unit="">clkdlybuf4s50_1 -&gt; nor2b_4 -&gt; buf_12 -&gt; a22o_1 -&gt; nor3_1 -&gt; a31oi_1 -&gt; nand3_1 -&gt; clkdlybuf4s50_1</metric>
    <metric name="cp_slowest_cell" unit="">nor2b_4</metric>
    <metric name="start_kind" unit="">input port</metric>
    <metric name="largest_stage_delay_on_the_critical_path" unit="ns">0.73</metric>
    <metric name="cp_data_required_time" unit="ns">4.24</metric>
  </group>
  <group name="layout">
    <metric name="post_layout_nonfiller_instances" unit="">6347</metric>
    <metric name="layout-drive-gt1-share" unit="">0.101</metric>
    <metric name="areaGrowthSynthToFinish" unit="%">14.3</metric>
    <metric name="lay_top_count" unit="">mux2i_1</metric>
    <metric name="register_bank_with_the_most_flops" unit="">regs</metric>
    <metric name="fillers" unit="">9049</metric>
    <metric name="layout.cells.most_common_list" unit="">mux2i_1, edfxtp_1, nand3_1</metric>
    <metric name="largest_register_ff_count" unit="">1024</metric>
    <metric name="layout_top_registers" unit="">regs: 1024 flops</metric>
  </group>
  <group name="placed_design">
    <metric name="dp.cells" unit="">6137</metric>
    <metric name="finalWeightedCongestion" unit="">0.935</metric>
    <metric name="port_buffers" unit="">149</metric>
    <metric name="half_perimeter_wire_length_after_placement" unit="µm">126000</metric>
    <metric name="worst_slack_placed" unit="ns">0.280</metric>
  </group>
  <group name="yosys">
    <metric name="asyncSetResetFlopFracSynth" unit="">0</metric>
    <metric name="syn-mean-instance-area" unit="µm²">12.7</metric>
    <metric name="numSynthFlops" unit="">1024</metric>
    <metric name="postSynthSeqShare" unit="">0.533</metric>
    <metric name="synth.cell_area" unit="mm²">0.0577</metric>
    <metric name="synth.yosys.chip_area" unit="mm²">0.0577</metric>
    <metric name="synth_cell_types" unit="">24</metric>
    <metric name="synth.cellmix.simpleShare" unit="">0.0579</metric>
    <metric name="synth_cells" unit="">4544</metric>
    <metric name="synth-compound-area-share" unit="">0.102</metric>
    <metric name="post_synth_mux_area_share" unit="">0.267</metric>
    <metric name="enable_flop_cells" unit="">1024</metric>
    <metric name="post_synth_fa_ha_maj_area_fraction" unit="">0</metric>
    <metric name="yosys_warning_count" unit="">1</metric>
    <metric name="top_logic_kind" unit="">multiplexers</metric>
    <metric name="synth-xor-area-share" unit="">0</metric>
    <metric name="ys.flop_type" unit="">edfxtp_1</metric>
    <metric name="synth-cells-yosys" unit="">4544</metric>
  </group>
  <group name="min_path">
    <metric name="worstHoldPathType" unit="">input port to flip-flop</metric>
  </group>
  <group name="power_and_ir_drop">
    <metric name="power.leakage" unit="nW">25.6</metric>
    <metric name="vdd.ir_drop.worst" unit="mV">0.273</metric>
    <metric name="powerDensity" unit="mW/mm²">291</metric>
    <metric name="power.total" unit="W">0.0192</metric>
  </group>
  <group name="grt">
    <metric name="number_of_antenna_violations_at_the_first_check_in_global_routing" unit="">7</metric>
    <metric name="grt_pass1_wl" unit="µm">296000</metric>
    <metric name="first_global_vias" unit="">42400</metric>
    <metric name="grt_start_max_net_pins" unit="">67</metric>
    <metric name="overall_global_routing_resource_usage" unit="">0.385</metric>
    <metric name="globalRouteOverflowTotal" unit="">0</metric>
  </group>
  <group name="flow_run">
    <metric name="tool_warnings" unit="">26</metric>
    <metric name="drv_cap" unit="">0</metric>
  </group>
</metrics>
-- per-stage QoR --
step                      utilization  area (µm²)  hold slack [ns]
after global routing            0.577       65900             1.19
after detailed placement        0.546       62500             1.90
after global placement          0.546       62500             1.89
after floorplan                     -       57800             1.16
final                           0.577       65900             1.18
after CTS                       0.576       65900             1.15
-- cell type report --
class                           count  area [µm²]  share of cell area
Sequential cell                  1024       30700               0.466
Multi-Input combinational cell   3172       25100               0.380
Timing Repair Buffer              429        4770              0.0724
Clock inverter                     67         434             0.00659
Clock buffer                      141        3020              0.0458
Antenna cell                        2        5.00           0.0000759
Tap cell                         1512        1890              0.0287
-- cells in the mapped netlist (13+ instances only) --
master	n	area [µm²]
nand3_1	290	1450
clkbuf_1	101	379
nor2_1	35	131
a22oi_1	288	2160
buf_2	126	631
nor3_1	96	480
edfxtp_1	1024	30700
a21oi_1	288	1440
mux2i_1	1536	15400
a31oi_1	96	601
nand2_1	292	1100
buf_1	13	48.8
buf_4	73	548
a22o_1	192	1680
buf_6	60	676
-- final timing paths --
| path | start | to | slack (ns) | depth (start not counted) |
|---|---|---|---|---|
| setup / recovery | debug_raddr[0] | debug_reg[12] | 0.24 | 8 |
| hold / removal | wdata[30] | regs[26][30]$_DFFE_PP_ | 1.18 | 2 |
-- report_power, final --
group | total [W] | leakage, nW | switching [W] | internal (W)
combinational | 0.00262 | 14.6 | 0.00158 | 0.00104
sequential | 0.00911 | 9.25 | 0.0000714 | 0.00904
clock | 0.00746 | 1.70 | 0.00323 | 0.00423
-- logic make-up after synthesis --
kind of cell | Yosys count
simple gates | 740
compound gates | 864
mux | 1536
other cells | 1
flops | 1024
buf+inv | 379
-- metal layers --
metal | track usage | vias to the layer above | share of wire
li1 | - | 18300 | -
met1 | 0.521 | 20200 | 0.37
met2 | 0.528 | 2562 | 0.43
met3 | 0.239 | 517 | 0.16
met5 | 0.0196 | - | 0.0015
met4 | 0.135 | 10 | 0.046
Power and IR drop assume default switching activity.
